`/design/flow/run.sh`:
```
#!/bin/bash
# OpenROAD 26Q1-2900-gdf79404cd8, Yosys 0.63+post, stock flow scripts
make -C /OpenROAD-flow-scripts/flow DESIGN_CONFIG=/design/flow/config.mk WORK_HOME=/design/flow/orfs finish
```
`/design/flow/config.mk`:
```
export PLATFORM = sky130hd
export DESIGN_NAME = uart
export DESIGN_NICKNAME = uart
export VERILOG_FILES = /design/flow/design.v
export SDC_FILE = /design/flow/constraint.sdc
export NUM_CORES = 4
export LEC_CHECK = 1
export CORE_UTILIZATION = 30
```
`/design/flow/constraint.sdc`:
```
current_design uart

set clk_period 3.0
set clk_io_pct 0.2

create_clock -name clk0 -period $clk_period [get_ports {clk}]

set non_clock_inputs [all_inputs -no_clocks]
set_input_delay [expr $clk_period * $clk_io_pct] -clock clk0 $non_clock_inputs
set_output_delay [expr $clk_period * $clk_io_pct] -clock clk0 [all_outputs]
```
`/design/flow/design.v`:
```
module uart (
        input      clk,
        input uart_rx,
        output uart_tx,
        output reg [5:0]led,
        input KEYS1, KEYS2
    );
    parameter BAUDRATE_CNT = 27_000_000/115200;
    localparam  HALF_BAUD_CNT = BAUDRATE_CNT/2;
    localparam CLK_FREQ = 27_000_000;
    reg [$clog2(CLK_FREQ+1)-1:0] clk_counter=0;
    always @(posedge clk ) begin
        if (clk_counter==CLK_FREQ) begin
            clk_counter<=0;
        end
        else
            clk_counter<=clk_counter+1'b1;
    end
    localparam  RX_STATE_IDLE = 0;
    localparam  RX_STATE_START = 1;
    localparam  RX_STATE_WAIT_READ = 2;
    localparam  RX_STATE_READ = 3;
    localparam  RX_STATE_STOP = 4;
    reg [2:0] state=0;
    reg [$clog2(BAUDRATE_CNT+1)-1:0] baud_cnt=0;
    reg [2:0]bit_number=0;
    reg [7:0] recv_btye=0;
    reg byte_ok=0;
    always @(posedge clk ) begin
        case (state)
            RX_STATE_IDLE: begin
                if (~uart_rx) begin
                    state<=RX_STATE_START;
                    baud_cnt<=0;
                    byte_ok<=0;
                    bit_number<=0;
                end
            end
            RX_STATE_START: begin
                baud_cnt<=baud_cnt+1'b1;
                if (baud_cnt==HALF_BAUD_CNT-1) begin
                    baud_cnt<=0;
                    state<=RX_STATE_WAIT_READ;
                end
            end
            RX_STATE_WAIT_READ: begin
                baud_cnt<=baud_cnt+1'b1;
                if (baud_cnt == BAUDRATE_CNT-1) begin
                    state<=RX_STATE_READ;
                    baud_cnt<=0;
                end
            end
            RX_STATE_READ: begin
                baud_cnt<=baud_cnt+1'b1;
                recv_btye<={uart_rx,recv_btye[7:1]};
                state<=RX_STATE_WAIT_READ;
                bit_number<=bit_number+1'b1;
                if (bit_number==3'b111) begin
                    state<=RX_STATE_STOP;
                end
            end
            RX_STATE_STOP: begin
                baud_cnt<=baud_cnt+1'b1;
                if (baud_cnt==BAUDRATE_CNT-1) begin
                    state<=RX_STATE_IDLE;
                    baud_cnt<=0;
                end
                if (~uart_rx) begin
                    byte_ok<=1'b1;
                end
            end
        endcase
    end
    always @(posedge clk ) begin
        if (byte_ok) begin
            led<=~recv_btye[5:0];
        end
        else begin
            led<=6'b111111;
        end
    end
    reg tx_reg=1;
    assign  uart_tx = tx_reg;
    localparam TX_MEM_LEN = 16;
    reg [7:0] tx_memory[TX_MEM_LEN-1:0];
    initial begin
        tx_memory[0]="H";
        tx_memory[1]="e";
        tx_memory[2]="l";
        tx_memory[3]="l";
        tx_memory[4]="o";
        tx_memory[5]=",";
        tx_memory[6]="x";
        tx_memory[7]="i";
        tx_memory[8]="a";
        tx_memory[9]="o";
        tx_memory[10]="t";
        tx_memory[11]="i";
        tx_memory[12]="a";
        tx_memory[13]="n";
        tx_memory[14]="!";
        tx_memory[15]="\n";
    end
    reg [$clog2(TX_MEM_LEN+1)-1:0] tx_mem_order=0;
    localparam TX_STATE_IDLE = 0;
    localparam TX_STATE_START = 1;
    localparam TX_STATE_SEND_BIT = 2;
    localparam TX_STATE_STOP = 3;
    localparam TX_STATE_DEBOUNCE =4;
    reg [7:0] tx_byte;
    reg [2:0] tx_bit_cnt;
    reg [$clog2(BAUDRATE_CNT+1)-1:0] tx_baud_cnt=0;
    reg [2:0] tx_state=0;
    always @(posedge clk ) begin
        case (tx_state)
            TX_STATE_IDLE: begin
                if (~KEYS1) begin        
                    tx_bit_cnt<=0;
                    tx_baud_cnt<=0;
                    tx_mem_order<=1;
                    tx_byte<=tx_memory[0];
                    tx_state<=TX_STATE_START;
                end
            end
            TX_STATE_START: begin
                tx_reg<=1'b0;
                tx_baud_cnt<=tx_baud_cnt+1'b1;
                if (tx_baud_cnt==BAUDRATE_CNT-1) begin
                    tx_state<=TX_STATE_SEND_BIT;
                    tx_baud_cnt<=0;
                end
            end
            TX_STATE_SEND_BIT: begin
                tx_reg<=tx_byte[tx_bit_cnt];         
                tx_baud_cnt<=tx_baud_cnt+1'b1;
                if (tx_baud_cnt==BAUDRATE_CNT-1) begin
                    tx_baud_cnt<=0;
                    tx_bit_cnt<=tx_bit_cnt+1'b1;
                    if (tx_bit_cnt==3'b111) begin        
                        tx_state<=TX_STATE_STOP;
                        tx_bit_cnt<=0;
                    end
                end
            end
            TX_STATE_STOP: begin
                tx_reg<=1'b1;
                tx_baud_cnt<=tx_baud_cnt+1'b1;
                if (tx_baud_cnt==BAUDRATE_CNT-1) begin
                    tx_baud_cnt<=0;
                    if (tx_mem_order<TX_MEM_LEN) begin       
                        tx_mem_order<=tx_mem_order+1'b1;
                        tx_byte<=tx_memory[tx_mem_order];
                        tx_state<=TX_STATE_START;
                        tx_bit_cnt<=0;
                    end
                    else begin
                        tx_state<=TX_STATE_DEBOUNCE;
                    end
                end
            end
            TX_STATE_DEBOUNCE: begin             
                if (clk_counter==CLK_FREQ) begin
                    tx_state<=TX_STATE_IDLE;
                end
            end
        endcase
    end
endmodule  
```
==> job_summary.md <==
## Implementation flow summary

| Metric | Value |
|---|---|
| Postcts setup bufs | 0 |
| Async SR Flop Fraction | 0 |
| FF/Latch Area | 2122 µm² |
| Synth Area in XOR/XNOR | 0.07493 |
| Combinational gate area | 1624 µm² |
| Largest Register | clk_counter |
| Cell type with the highest aggregate area in the netlist | edfxtp_1 |
| Number of cells in Yosys stat | 347 |
| Number of max-cap violations | 0 |
| Yosys Warn Count | 1 |
| DP HPWL | 4104 µm |
| Area delta synth->final | 15.21% |
| Unique masters post-synth | 51 |
| Layout cell share with drive strength beyond 1 | 0.08719 |
| Cycle use final | 0.6910 |
| Reg-to-reg slack, setup | 0.93 ns |
| First-pass detailed-route iteration total | 4 |
| Critical path startpoint category | register |
| FF-to-FF End | tx_state[2]$_DFFE_PP_ |
| Vias in the first global route | 2317 |
| Total Routing Usage GR | 0.09933 |
| RePlAce Congestion | 0.7666 |
| Dpl ws | 0.6434 ns |
| Total grt overflow | 0 |
| Synth top cells by count | edfxtp_1, nor2_1, dfxtp_1, nand2_1, xnor2_1 |
| Tool warnings | 35 |
| Number of remaining DRC errors | 0 |
| Leak | 1.633 nW |
| Chip footprint | 13320 µm² |
| R2R Path Start | clk_counter[13]$_SDFF_PN0_ |
| Worst skew pair latency | 0.32 ns |
| FP Util | 0.3069 |
| Status | finished, final reports clean |
| Fin. Hold Viols | 0 |
| Vias | 2482 |
| Global-route wire length before repair | 10540 µm |
| Post-synth mux share | 0.03081 |
| CTS Buf Count | 9 |
| Routed length per instance | 11.08 µm |
| Mapped Area | 3857 µm² |
| Crit path to | tx_state[2]$_DFFE_PP_ |
| Worst Hold Class | reg -> reg |
| Final setup TNS | 0 ns |
| Largest net degree at the start of global routing | 18 |
| Seq share, synth | 0.5501 |
| Maximum fanout along the worst path | 14 |
| Die X | 115.4 µm |
| Max frequency | 482.4 MHz |
| Sink Count | 81 |
| Io pins | 11 |
| Yosys simple share | 0.2053 |
| Count of library flops with an enable pin | 50 |
| Root buffer cell | clkbuf_16 |
| PortBufs | 9 |
| Cell area leaders | edfxtp_1, dfxtp_1, ha_1 |
| CP endpoint kind | register |
| Routed Antenna Nets | 0 |
| Pwr Density | 683.4 nW/µm² |
| CTS tree | built |
| Max reg flops | 25 |
| Synth logic family | simple AND/OR/NAND/NOR gates |
| Ys flops | 81 |
| Antenna violations before repair | 0 |
| Worst-Margin Slew | 0.6289 ns |
| Final setup viols | 0 |
| Fin worst setup slack | 0.9271 ns |
| Post-Syn Instances | 347 |
| Crit Path Category | reg -> reg |
| DRT Wirelength | 5974 µm |
| Cts repair resizes | 0 |
| Cts hold-fix bufs | 0 |
| Final Max Tran Viols | 0 |
| Clock-pin slew on the worst setup and hold paths | 0.06 ns |
| Clock Tree Buf Depth | 2 |
| Die height | 115.4 µm |
| Std cell rows | 41 |
| Fillers | 1175 |
| Adder share | 0.05514 |
| Tmin final | 2.073 ns |
| Worst Path Required | 3.04 ns |
| VDD IR max | 248.6 µV |
| Slew headroom | 0.5779 |
| N_diodes | 0 |
| Yosys aoi share | 0.05482 |
| CP Data Arrival Time | 2.11 ns |
| Avg Cell Area, Syn | 11.12 µm² |
| Top cell type's share of synthesized area | 0.3892 |
| Layout Skew | 0.007685 ns |
| Cells on worst reg2reg path | 4 |
| Mean number of vias per cell | 4.605 |
| CP Launch Point | clk_counter[13]$_SDFF_PN0_ |
| Htree depth | 3 |
| Most frequent cell after synthesis | edfxtp_1 |
| RSZ-0062 raised after global routing | no |
| Initial DRC count | 189 |
| Core box area | 12570 µm² |
| Yosys stat area | 3857 µm² |
| Synth Flop Type | edfxtp_1 |
## how the worst min path moves through the flow
stage	from	to	slack (ns)	cells past startpoint
CTS	recv_btye[0]$_DFFE_PP_	led[0]$_SDFF_PN1_	0.41	1
global route	recv_btye[7]$_DFFE_PP_	recv_btye[6]$_DFFE_PP_	0.43	0
finish	recv_btye[0]$_DFFE_PP_	led[0]$_SDFF_PN1_	0.41	1
## routing by layer
layer / GRT usage / vias up / wire, µm
li1: - / 1280 / -
met1: 0.1611 / 1162 / 3106
met2: 0.1393 / 34 / 2535
met3: 0.02735 / 6 / 258
met4: 0.01558 / 0 / 74
met5: 0 / - / 0
## cell families (layout without fill, tap and decap cells)
family                     after synthesis  in the layout
muxes                                    8              8
AOI/OAI and AO/OA                       33             33
buffers and inverters                   26             46
and+or+nand+nor                        149            149
xor gates and xnor gates                33             33
DFF                                     81             81
adders and majority gates               17             17
## power by group
group,internal (W),total (W),switching (W)
sequential,0.00141,0.00155,0.000135
clock,0.000646,0.00106,0.000419
combinational,0.000206,0.000426,0.000220
total,0.00226,0.00304,0.000773
## worst max-delay path, cell delays in order, from the launching register on
cell and delay, ns:
dfxtp_1 0.38, nand4_1 0.43, or2_2 0.50, nor3_2 0.24, a31o_2 0.23
## per-stage QoR
stage	power, W	util	hold slack, ns	instance area [µm²]	instances
after detailed placement	0.002000	0.3301	0.3943	4149	523
after CTS	0.003077	0.3536	0.4105	4444	539
after floorplan	0.001824	-	0.3873	3857	347
final	0.003037	0.3536	0.4054	4444	539
after global placement	0.001999	0.3301	0.4005	4149	523
after global routing	0.003208	0.3536	0.4288	4444	539
## layout by cell type (no fill, tap or decap), types with 9 or more instances in the layout
| cell | count |
|---|---|
| inv_1 | 16 |
| nor3_1 | 13 |
| nand3_1 | 15 |
| clkdlybuf4s50_1 | 9 |
| a21oi_1 | 12 |
| nand2_1 | 21 |
| clkbuf_16 | 9 |
| edfxtp_1 | 50 |
| ha_1 | 17 |
| nor2_1 | 43 |
| dfxtp_1 | 31 |
| xnor2_1 | 19 |
| xor2_1 | 14 |
## cell type report
type                    count  area share
clock buffers              10     0.05152
clock inverters             6     0.01492
inverters                  16     0.01351
multi-input cells         240      0.3654
flip-flops and latches     81      0.4775
well taps                 172     0.04842
repair buffers             14     0.02872
No activity file was given, so power comes from the tool's default toggle rates.
